==> flow/design.v <==
`timescale 1ns / 1ps
module evm(buttons,clock,reset,mode,winning_led,seven_seg);
    input[3:0] buttons;
    input clock,reset,mode;
    output reg [3:0] winning_led;
    output [6:0] seven_seg;
    wire [3:0] valid_vote;
    wire [7:0] vote_count_c1;
    wire [7:0] vote_count_c2;
    wire [7:0] vote_count_c3;
    wire [7:0] vote_count_c4;
    wire [7:0] winning_votes;
    button_control b1(
        .button(buttons[0]),
        .clock(clock),
        .reset(reset),
        .mode(mode),
        .vote(valid_vote[0])
    );
    button_control b2(
        .button(buttons[1]),
        .clock(clock),
        .reset(reset),
        .mode(mode),
        .vote(valid_vote[1])
    );
    button_control b3(
        .button(buttons[2]),
        .clock(clock),
        .reset(reset),
        .mode(mode),
        .vote(valid_vote[2])
    );
    button_control b4(
        .button(buttons[3]),
        .clock(clock),
        .reset(reset),
        .mode(mode),
        .vote(valid_vote[3])
    );
    vote_logger vl(clock,reset,valid_vote,vote_count_c1,vote_count_c2,vote_count_c3,vote_count_c4);
    find_winning_vote fwv(
        .clock(clock),
        .reset(reset),
        .vote_count_c1(vote_count_c1),
        .vote_count_c2(vote_count_c2),
        .vote_count_c3(vote_count_c3),
        .vote_count_c4(vote_count_c4),
        .winning_votes(winning_votes),
        .winner(winning_led)
    );
    display_winning_votes dwv(
        .winning_votes(winning_votes),
        .seven_seg(seven_seg)
    );
endmodule
`timescale 1ns / 1ps
module button_control(clock,reset,button,mode,vote);
input clock;
input reset;
input button;
input mode;  
output reg vote;  
reg [31:0] counter;
always @(posedge clock)
begin
    if(reset)
    begin
        counter <= 0;
    end
    else
    begin
        if(button && counter <101)
        begin
            counter <= counter + 1;
        end
        else if(!button)
        begin
            counter = 0;
        end
    end
end
always @(posedge clock)
begin
    if(reset)
    begin
        vote <= 0;
    end
    else
    begin
        if(counter == 100 && !mode)
        begin
            vote <= 1;
        end
        else
        begin
            vote <= 0;
        end
    end
end
endmodule
`timescale 1ns / 1ps
module display_winning_votes(winning_votes,seven_seg);
input [7:0] winning_votes;
output reg [6:0] seven_seg;
always@ (winning_votes)
begin
case (winning_votes)
    0: seven_seg = 7'b0000001;
    1: seven_seg = 7'b1001111;
    2: seven_seg = 7'b0010010;
    3: seven_seg = 7'b0000111;
    4: seven_seg = 7'b1101101;
    5: seven_seg = 7'b0100110;
    6: seven_seg = 7'b0100000;
    7: seven_seg = 7'b0001111;
    8: seven_seg = 7'b0000000;
    9: seven_seg = 7'b0000100;
    default: seven_seg = 7'b1111111;
endcase
end
endmodule
`timescale 1ns / 1ps
module find_winning_vote(clock,reset,vote_count_c1,vote_count_c2,vote_count_c3,vote_count_c4,winner,winning_votes);
input clock,reset;
input [7:0] vote_count_c1,vote_count_c2,vote_count_c3,vote_count_c4;
output reg [7:0] winning_votes;
output reg [3:0] winner;
always@(posedge clock)
begin
    if(reset)
    begin
        winner <= 0;
        winning_votes <= 0;
    end
    else
    begin
        if(vote_count_c1>=vote_count_c2 && vote_count_c1>=vote_count_c3 && vote_count_c1>=vote_count_c4)
        begin
            winner <= 4'b0001;
            winning_votes <= vote_count_c1;
        end
        else if(vote_count_c2>=vote_count_c1 && vote_count_c2>=vote_count_c3 && vote_count_c2>=vote_count_c4)
        begin
            winner <= 4'b0010;
            winning_votes <= vote_count_c2;
        end
        else if(vote_count_c3>=vote_count_c1 && vote_count_c3>=vote_count_c2 && vote_count_c3>=vote_count_c4)
        begin
            winner <= 4'b0100;
            winning_votes <= vote_count_c3;
        end
        else if(vote_count_c4>=vote_count_c1 && vote_count_c4>=vote_count_c2 && vote_count_c4>=vote_count_c3)
        begin
            winner <= 4'b1000;
            winning_votes <= vote_count_c4;
        end
        else
        begin
            winner <= 0;
            winning_votes <= 0;
        end
    end
end
endmodule
`timescale 1ns / 1ps
module vote_logger(clock,reset,valid_vote,vote_count_c1,vote_count_c2,vote_count_c3,vote_count_c4);
input clock,reset;
input [3:0] valid_vote;
output reg [7:0] vote_count_c1,vote_count_c2,vote_count_c3,vote_count_c4;
always @(posedge clock)
begin
    if(reset)
    begin
        vote_count_c1 <= 0;
        vote_count_c2 <= 0;
        vote_count_c3 <= 0;
        vote_count_c4 <= 0;
    end
    else
    begin
        if(valid_vote[0])
        begin
            vote_count_c1 <= vote_count_c1 + 1;
        end
        if(valid_vote[1])
        begin
            vote_count_c2 <= vote_count_c2 + 1;
        end
        if(valid_vote[2])
        begin
            vote_count_c3 <= vote_count_c3 + 1;
        end
        if(valid_vote[3])
        begin
            vote_count_c4 <= vote_count_c4 + 1;
        end
    end
end
endmodule
==> flow/constraint.sdc <==
current_design evm

set clk_period 4.9
set clk_io_pct 0.2

create_clock -name clk0 -period $clk_period [get_ports {clock}]

set non_clock_inputs [all_inputs -no_clocks]
set_input_delay [expr $clk_period * $clk_io_pct] -clock clk0 $non_clock_inputs
set_output_delay [expr $clk_period * $clk_io_pct] -clock clk0 [all_outputs]
==> flow/run.sh <==
#!/bin/bash
# OpenROAD 26Q1-2900-gdf79404cd8, Yosys 0.63+post, stock flow scripts
make -C /OpenROAD-flow-scripts/flow DESIGN_CONFIG=/design/flow/config.mk WORK_HOME=/design/flow/orfs finish
==> flow/config.mk <==
export PLATFORM = sky130hd
export DESIGN_NAME = evm
export DESIGN_NICKNAME = evm
export VERILOG_FILES = /design/flow/design.v
export SDC_FILE = /design/flow/constraint.sdc
export NUM_CORES = 4
export LEC_CHECK = 1
export CORE_UTILIZATION = 50
==> impl_metrics.ini <==
; physical design summary
[sta]
worstMarginPinSlew_ns = 0.950
setup_viol_count_final = 0
rsz0062_at_grt = no
relSlewSlack = 0.364
fin_crit_sh = 0.729
period_minus_slack_ns = 3.57
finalClockSkew_ns = 0.00789
tns_ns = 0
drv_slew = 0
fmax_ghz = 0.280
fin_hold_ws_ns = 0.455
timing.final.hold_violations = 0

[worst_setup_path]
cpMaxStageDelayCell = nor2_1
cp_slowest_stage_delay_ns = 0.75
critPathKind = flop to flop
required_ns = 5.18
critPathArrivalTime_ns = 3.85
setup.worst_path.end_class = flop
critical-path-top-delay-family = AND-OR/OR-AND gates
cp_max_fo = 13
crit_buf_inv = 1
cp-start-kind = flop
cp_cell_sequence = inv_1 -> ha_1 -> a21oi_1 -> nor2_1 -> a211oi_1 -> a22oi_1 -> nor2_1 -> a21oi_1 -> a22oi_2 -> ha_1 -> nor3_1 -> a311oi_1

[routing]
num_antenna_cells = 0
drt_iter0_markers = 275
wl_met2_mm = 6.20
wl_met3_microns = 772
wire_per_inst_microns = 14.3
wl_mm = 14.7
dr.pass1.iters = 4
drt-met1-wl_mm = 7.52
antenna_left = 0
dr.max_layer_used = met4
drc = 0
vias_per_cell = 5.27
vias = 5451

[global_route]
grt_max_degree = 38
grt_pass1_vias = 5461
grt_first_pass_wirelength_mm = 26.0
overflow = 0
antenna_found_initial = 0
track_usage = 0.208

[clock_tree]
cts_tree = built
cts.root.buffer_cell = clkbuf_16
clkSinkCount = 179
clock_path_buffers = 2
clk_latency_ns = 0.42
cts_resized = 0
path_clk_slew_ns = 0.07
cts_setup_buffers = 0
cts_buffers = 17
h-tree-depth = 4
cts_hold_buf = 0

[cells_and_area]
drive_gt1_frac = 0.0733
fillers = 1229
syn_to_final_growth_pct = 12.4
layout.cells.non_filler = 1034

[die]
core_area_sq_mm = 0.0152
top_level_ports = 18
fp.dieH_microns = 127
rows = 45
fp-utilization = 0.511
die_area_sq_mm = 0.0161
dieWidth_microns = 127

[status]
status = finished, final reports clean

[yosys]
flop_cell = dfxtp_1
yosysWarnings = 4
netlist_top_cells_area = dfxtp_1, ha_1, and2_1, nor2_1, xnor2_1
yosys.area.top_type_share = 0.461
syn_inst = 810
edf_count = 0
syn_avg_cell_area_sq_um = 9.60
ys_area_sq_mm = 0.00777
ys_seq_share = 0.461
postSynth.asyncResetShare = 0
synth_cell_types = 63
numSynthFlops = 179
netlist_area_sq_mm = 0.00777
top_cell = dfxtp_1
yosysCellCount = 810
largest_area_cell = dfxtp_1
common_cells = dfxtp_1, and2_1, nor2_1

[place]
post-dp-hpwl_mm = 10.6
dp.cells = 1002
io_buffers = 17
finalWeightedCongestion = 0.924

[job]
maxCapViolations = 0
log.warning_count = 34

[power_and_ir_drop]
combPwrFrac = 0.015
p_int_mw = 2.24
ir_drop_uv = 255
finalPower_mw = 2.87
seqPwrFrac = 0.510
swShare = 0.217
power-per-cell-area_mw_per_mm2 = 328
leakage_nw = 3.52
power.share.clock = 0.475
power_switching_mw = 0.623

[worst_hold_path]
hp-class = flop to flop
## final timing paths
check / start / cells past startpoint / endpoint / slack, ns
worst max-delay path: vl.vote_count_c2[5] / 12 / flop / 1.33
worst max register to register: vl.vote_count_c2[5] / 12 / flop / 1.33
worst min-delay path: b4.counter[12] / 1 / b4.counter[12] / 0.45
worst min register to register: b4.counter[12] / 1 / b4.counter[12] / 0.45
## area by class of cell
| cell class | instances | area, sq um | area share |
|---|---|---|---|
| timing repair buffer | 23 | 210 | 0.0241 |
| tap | 188 | 235 | 0.0269 |
| inverter | 40 | 150 | 0.0172 |
| clock buffer | 19 | 433 | 0.0495 |
| clock inverter | 13 | 165 | 0.0189 |
| multi-input combinational | 572 | 3960 | 0.453 |
| sequential | 179 | 3580 | 0.410 |
## registers in the layout, indices dropped and copies added, names as in the netlist, 4 cells and up, named ones only
signal,cells
b3.counter,32
b1.counter,32
fwv.winner,4
b2.counter,32
vl.vote_count_c1,8
vl.vote_count_c3,8
fwv.winning_votes,4
vl.vote_count_c2,8
b4.counter,32
vl.vote_count_c4,8
## metrics by stage
stage	utilization	instance area, sq um	setup slack [ns]
detailed placement	0.535	8140	1.36
global placement	0.535	8140	1.47
CTS	0.575	8740	1.36
finish	0.575	8740	1.33
global route	0.575	8740	1.03
floorplan	-	7770	1.93
## layer usage
metal | global-route usage | up-vias
met5 | 0 | -
met4 | 0.0364 | 0
met3 | 0.0314 | 17
met2 | 0.313 | 82
met1 | 0.332 | 2473
li1 | - | 2879
## cells in the final DEF (no fill, tap or decap), types with 27 or more instances in the layout
master / netlist / routed
a21oi_1: 31 / 31
and2_1: 102 / 102
nor4_1: 29 / 29
nand4_1: 27 / 27
o21ai_0: 32 / 32
dfxtp_1: 179 / 179
nand2_1: 45 / 45
nor2_1: 72 / 72
inv_1: 38 / 38
ha_1: 66 / 66
## power by group through the flow
stage	Clock, mW	Sequential, mW	Combinational (mW)
after CTS	1.40	1.46	0.0438
final	1.36	1.46	0.0428
after global routing	1.46	1.46	0.0496
## kinds of logic (layout without fill, tap and decap cells)
| logic type | Yosys count | in the layout | synth area share |
|---|---|---|---|
| XOR/XNOR | 36 | 36 | 0.0406 |
| adder cells (fa/ha/maj) | 66 | 66 | 0.106 |
| multiplexers | 9 | 9 | 0.0117 |
| buffers and inverters | 59 | 95 | 0.0298 |
| flip-flops | 179 | 179 | 0.461 |
| AND-OR/OR-AND | 115 | 115 | 0.106 |
| AND/OR/NAND/NOR | 346 | 346 | 0.245 |
No activity file was given, so power comes from the tool's default toggle rates.
